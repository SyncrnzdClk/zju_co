## design/flow/config.mk

```make
export PLATFORM = sky130hd
export DESIGN_NAME = SCPU
export DESIGN_NICKNAME = SCPU
export VERILOG_FILES = /design/flow/design.v
export SDC_FILE = /design/flow/constraint.sdc
export NUM_CORES = 4
export LEC_CHECK = 1
export CORE_UTILIZATION = 50
```

## design/flow/constraint.sdc

```tcl
current_design SCPU

set clk_period 8.0
set clk_io_pct 0.2

create_clock -name clk0 -period $clk_period [get_ports {clk}]

set non_clock_inputs [all_inputs -no_clocks]
set_input_delay [expr $clk_period * $clk_io_pct] -clock clk0 $non_clock_inputs
set_output_delay [expr $clk_period * $clk_io_pct] -clock clk0 [all_outputs]
```

## design/flow/design.v

```verilog
module SCPU_ctrl(
  input [4:0]       OPcode, 
  input [2:0]       Fun3,
  input             Fun7,
  input             MIO_ready,
  output reg [2:0]  ImmSel,
  output reg        ALUSrc_B,
  output reg [1:0]  MemtoReg,
  output reg [1:0]  Jump,
  output reg        Branch,
  output reg        BranchN,
  output reg        RegWrite,
  output reg        MemRW,
  output reg [3:0]  ALU_Control,
  output reg        CPU_MIO
);
  wire [3:0] Fun;
  assign Fun = {Fun3, Fun7};
  always @* begin
    case(OPcode)
    5'b01100:  
        case(Fun)
            4'b0000: begin {ALUSrc_B, MemtoReg, RegWrite, MemRW, Branch, BranchN, Jump, ALU_Control, ImmSel} = {1'b0, 2'b0, 1'b1, 1'b0, 1'b0, 1'b0, 2'b0, 4'b0010, 3'b0}; end  
            4'b0001: begin {ALUSrc_B, MemtoReg, RegWrite, MemRW, Branch, BranchN, Jump, ALU_Control, ImmSel} = {1'b0, 2'b0, 1'b1, 1'b0, 1'b0, 1'b0, 2'b0, 4'b0110, 3'b0}; end  
            4'b0010: begin {ALUSrc_B, MemtoReg, RegWrite, MemRW, Branch, BranchN, Jump, ALU_Control, ImmSel} = {1'b0, 2'b0, 1'b1, 1'b0, 1'b0, 1'b0, 2'b0, 4'b1110, 3'b0}; end  
            4'b0100: begin {ALUSrc_B, MemtoReg, RegWrite, MemRW, Branch, BranchN, Jump, ALU_Control, ImmSel} = {1'b0, 2'b0, 1'b1, 1'b0, 1'b0, 1'b0, 2'b0, 4'b0111, 3'b0}; end  
            4'b0110: begin {ALUSrc_B, MemtoReg, RegWrite, MemRW, Branch, BranchN, Jump, ALU_Control, ImmSel} = {1'b0, 2'b0, 1'b1, 1'b0, 1'b0, 1'b0, 2'b0, 4'b1001, 3'b0}; end  
            4'b1000: begin {ALUSrc_B, MemtoReg, RegWrite, MemRW, Branch, BranchN, Jump, ALU_Control, ImmSel} = {1'b0, 2'b0, 1'b1, 1'b0, 1'b0, 1'b0, 2'b0, 4'b1100, 3'b0}; end  
            4'b1010: begin {ALUSrc_B, MemtoReg, RegWrite, MemRW, Branch, BranchN, Jump, ALU_Control, ImmSel} = {1'b0, 2'b0, 1'b1, 1'b0, 1'b0, 1'b0, 2'b0, 4'b1101, 3'b0}; end  
            4'b1011: begin {ALUSrc_B, MemtoReg, RegWrite, MemRW, Branch, BranchN, Jump, ALU_Control, ImmSel} = {1'b0, 2'b0, 1'b1, 1'b0, 1'b0, 1'b0, 2'b0, 4'b1111, 3'b0}; end  
            4'b1100: begin {ALUSrc_B, MemtoReg, RegWrite, MemRW, Branch, BranchN, Jump, ALU_Control, ImmSel} = {1'b0, 2'b0, 1'b1, 1'b0, 1'b0, 1'b0, 2'b0, 4'b0001, 3'b0}; end  
            4'b1110: begin {ALUSrc_B, MemtoReg, RegWrite, MemRW, Branch, BranchN, Jump, ALU_Control, ImmSel} = {1'b0, 2'b0, 1'b1, 1'b0, 1'b0, 1'b0, 2'b0, 4'b0000, 3'b0}; end  
        endcase
    5'b00000: begin {ALUSrc_B, MemtoReg, RegWrite, MemRW, Branch, BranchN, Jump, ALU_Control, ImmSel} = {1'b1, 2'b1, 1'b1, 1'b0, 1'b0, 1'b0, 2'b0, 4'b0010, 3'b001}; end  
    5'b01000: begin {ALUSrc_B, MemtoReg, RegWrite, MemRW, Branch, BranchN, Jump, ALU_Control, ImmSel} = {1'b1, 2'b0, 1'b0, 1'b1, 1'b0, 1'b0, 2'b0, 4'b0010, 3'b010}; end  
    5'b00100:   
        case(Fun3)
            3'b000: begin {ALUSrc_B, MemtoReg, RegWrite, MemRW, Branch, BranchN, Jump, ALU_Control, ImmSel} = {1'b1, 2'b0, 1'b1, 1'b0, 1'b0, 1'b0, 2'b0, 4'b0010, 3'b001}; end  
            3'b010: begin {ALUSrc_B, MemtoReg, RegWrite, MemRW, Branch, BranchN, Jump, ALU_Control, ImmSel} = {1'b1, 2'b0, 1'b1, 1'b0, 1'b0, 1'b0, 2'b0, 4'b0111, 3'b001}; end  
            3'b011: begin {ALUSrc_B, MemtoReg, RegWrite, MemRW, Branch, BranchN, Jump, ALU_Control, ImmSel} = {1'b1, 2'b0, 1'b1, 1'b0, 1'b0, 1'b0, 2'b0, 4'b1001, 3'b001}; end  
            3'b100: begin {ALUSrc_B, MemtoReg, RegWrite, MemRW, Branch, BranchN, Jump, ALU_Control, ImmSel} = {1'b1, 2'b0, 1'b1, 1'b0, 1'b0, 1'b0, 2'b0, 4'b1100, 3'b001}; end  
            3'b110: begin {ALUSrc_B, MemtoReg, RegWrite, MemRW, Branch, BranchN, Jump, ALU_Control, ImmSel} = {1'b1, 2'b0, 1'b1, 1'b0, 1'b0, 1'b0, 2'b0, 4'b0001, 3'b001}; end  
            3'b111: begin {ALUSrc_B, MemtoReg, RegWrite, MemRW, Branch, BranchN, Jump, ALU_Control, ImmSel} = {1'b1, 2'b0, 1'b1, 1'b0, 1'b0, 1'b0, 2'b0, 4'b0000, 3'b001}; end  
            3'b001: begin {ALUSrc_B, MemtoReg, RegWrite, MemRW, Branch, BranchN, Jump, ALU_Control, ImmSel} = {1'b1, 2'b0, 1'b1, 1'b0, 1'b0, 1'b0, 2'b0, 4'b1110, 3'b001}; end  
            3'b101: 
            begin 
                if (Fun7 == 1'b0) begin {ALUSrc_B, MemtoReg, RegWrite, MemRW, Branch, BranchN, Jump, ALU_Control, ImmSel} = {1'b1, 2'b0, 1'b1, 1'b0, 1'b0, 1'b0, 2'b0, 4'b1101, 3'b001}; end  
                else if (Fun7 == 1'b1) begin {ALUSrc_B, MemtoReg, RegWrite, MemRW, Branch, BranchN, Jump, ALU_Control, ImmSel} = {1'b1, 2'b0, 1'b1, 1'b0, 1'b0, 1'b0, 2'b0, 4'b1111, 3'b001}; end  
            end
        endcase
    5'b11000:  
        case(Fun3) 
        3'b000: begin {ALUSrc_B, MemtoReg, RegWrite, MemRW, Branch, BranchN, Jump, ALU_Control, ImmSel} = {1'b0, 2'b0, 1'b0, 1'b0, 1'b1, 1'b0, 2'b0, 4'b0110, 3'b011}; end  
        3'b001: begin {ALUSrc_B, MemtoReg, RegWrite, MemRW, Branch, BranchN, Jump, ALU_Control, ImmSel} = {1'b0, 2'b0, 1'b0, 1'b0, 1'b0, 1'b1, 2'b0, 4'b0110, 3'b011}; end  
        endcase
    5'b11011: begin {ALUSrc_B, MemtoReg, RegWrite, MemRW, Branch, BranchN, Jump, ALU_Control, ImmSel} = {1'b0, 2'b10, 1'b1, 1'b0, 1'b0, 1'b0, 2'b1, 4'b0, 3'b100}; end  
    5'b11001: begin {ALUSrc_B, MemtoReg, RegWrite, MemRW, Branch, BranchN, Jump, ALU_Control, ImmSel} = {1'b1, 2'b10, 1'b1, 1'b0, 1'b0, 1'b0, 2'b10, 4'b0010, 3'b001}; end  
    5'b01101: begin {ALUSrc_B, MemtoReg, RegWrite, MemRW, Branch, BranchN, Jump, ALU_Control, ImmSel} = {1'b0, 2'b11, 1'b1, 1'b0, 1'b0, 1'b0, 2'b0, 4'b0, 3'b000}; end  
    default: begin {ALUSrc_B, MemtoReg, RegWrite, MemRW, Branch, BranchN, Jump, ALU_Control, ImmSel} = {1'b0, 2'b00, 1'b0, 1'b0, 1'b0, 1'b0, 2'b0, 4'b0, 3'b000}; end 
        endcase 
        CPU_MIO = MIO_ready;
  end
endmodule
module ALU(
    input [31:0] A,
    input [3:0] ALU_operation,
    input [31:0] B,
    output [31:0] res,
    output zero
);
    reg [31:0]reg_res;
    reg reg_zero;
    always @(*)
        case(ALU_operation)
            4'b0000: reg_res <= A&B;  
            4'b0001: reg_res <= A|B;  
            4'b0010: reg_res <= A+B;  
            4'b1100: reg_res <= A^B;  
            4'b0110: reg_res <= A-B;  
            4'b1101: reg_res <= A >> B[4:0];  
            4'b0111: reg_res <= $signed(A) < $signed(B) ? 1:0;  
            4'b1110: reg_res <= A << B[4:0];  
            4'b1111: reg_res <= A >>> B[4:0];  
            4'b1001: reg_res <= $unsigned(A) < $unsigned(B) ? 1:0;  
        endcase
        assign res = reg_res;
        assign zero = (res==0 ? 1:0);
endmodule
module DataPath(
    input clk,
    input rst,
    input [31:0] inst_field,
    input ALUSrc_B,
    input [1:0] MemtoReg,
    input [1:0] Jump,
    input Branch,
    input RegWrite,
    input BranchN,
    input [31:0] Data_in,
    input [3:0] ALU_Control,
    input [2:0] ImmSel,
    output [31:0] ALU_out,
    output [31:0] Data_out,
    output [31:0] PC_out
);  
wire [31:0] D;
wire [31:0] A;
wire [31:0] B;
wire zero;
wire [31:0] PC;
assign PC_out = PC;
wire [31:0] rs2_data;
wire [31:0] imm_data;
wire [31:0] ALU_res;
wire [31:0] data;
wire sel;
wire [31:0] afterBranch;
assign ALU_out = ALU_res;
assign Data_out = rs2_data;
assign B = ALUSrc_B ? imm_data : rs2_data;
assign sel = (BranchN & (~zero)) | (Branch & zero);
assign afterBranch = sel ? PC+imm_data : PC+4;
MUX24 MUX24_inst_1(
    .s(Jump),
    .l0(afterBranch),
    .l1(PC+imm_data),
    .l2(ALU_res),
    .l3(afterBranch),
    .out(D)
);
PC PC_inst(
    .clk(clk),
    .rst(rst),
    .CE(1'b1),
    .D(D),
    .Q(PC)
);
ALU ALU_inst(
    .A(A),
    .ALU_operation(ALU_Control),
    .B(B),
    .res(ALU_res),
    .zero(zero)
);
Regs Regs_inst(
    .clk(clk),
    .rst(rst),
    .Rs1_addr(inst_field[19:15]),
    .Rs2_addr(inst_field[24:20]),
    .Wt_addr(inst_field[11:7]),
    .Wt_data(data),
    .RegWrite(RegWrite),
    .Rs1_data(A),
    .Rs2_data(rs2_data)
);
ImmGen ImmGen_inst(
    .ImmSel(ImmSel),
    .inst_field(inst_field),
    .Imm_out(imm_data)
);  
MUX24 MUX24_inst(
    .s(MemtoReg),
    .l0(ALU_res),
    .l1(Data_in),
    .l2(PC+4),
    .l3(imm_data),
    .out(data)
);
endmodule
module ImmGen(
  input [2:0]   ImmSel,
  input [31:0]  inst_field,
  output reg [31:0] Imm_out
);
    always @(*) begin
        case(ImmSel) 
        3'b001: Imm_out <= {{20{inst_field[31]}}, inst_field[31:20]};
        3'b010: Imm_out <= {{20{inst_field[31]}}, inst_field[31:25] , inst_field[11:7]};
        3'b011: Imm_out <= {{20{inst_field[31]}}, inst_field[7],inst_field[30:25],inst_field[11:8],1'b0};
        3'b100: Imm_out <= {{12{inst_field[31]}}, inst_field[19:12],inst_field[20],inst_field[30:21],1'b0};
        3'b000: Imm_out <= {inst_field[31:12], 12'h000};
        endcase
    end
endmodule
module MUX24(
    input [1:0] s,
    input [31:0] l0,
    input [31:0] l1,
    input [31:0] l2,
    input [31:0] l3,
    output reg [31:0] out
);
always @(*) begin
    case(s) 
    2'b00: out <= l0;
    2'b01: out <= l1;
    2'b10: out <= l2;
    2'b11: out <= l3;
    endcase 
end
endmodule   
module PC(
    input clk,
    input rst,
    input CE,
    input [31:0] D,
    output reg [31:0] Q
);
initial Q = 32'b0;  
always @(posedge clk or posedge rst) begin
    if (rst) begin
        Q <= 32'b0;
    end
    else if (CE) begin
        Q <= D;
    end
end
endmodule
module Regs(    input clk,
				input rst,
				input [4:0] Rs1_addr, 
				input [4:0] Rs2_addr, 
				input [4:0] Wt_addr, 
				input [31:0]Wt_data, 
				input RegWrite, 
				output [31:0] Rs1_data, 
				output [31:0] Rs2_data
    );
    reg [31:0] register [1:31];
        integer i;
    initial begin
    for (i = 1; i < 32; i = i + 1) begin
        register[i] = 32'b0;
    end
end
    assign Rs1_data = (Rs1_addr == 0 )? 0 : register[Rs1_addr];
    assign Rs2_data = (Rs2_addr == 0 )? 0 : register[Rs2_addr];
    always @(posedge  clk or posedge rst)begin
        if(rst == 1) for(i = 1; i < 32; i=i+1) register[i] <= 0;
        else if ((Wt_addr != 0) && (RegWrite == 1)) register[Wt_addr] <= Wt_data;
    end 
endmodule
`timescale 1ns / 1ps
module SCPU(
    input wire clk,
    input wire rst,
    input wire MIO_ready,
    input wire[31:0] inst_in,
    input wire[31:0] Data_in,
    output wire CPU_MIO,
    output wire MemRW,
    output wire[31:0] Data_out,
    output wire[31:0] PC_out,
    output wire[31:0] Addr_out
    );
    wire [2:0] ImmSel;
    wire [1:0] MemtoReg;
    wire ALUSrc_B;
    wire [1:0] Jump;
    wire Branch;
    wire BranchN;
    wire RegWrite;
    wire [3:0] ALU_Control;
    SCPU_ctrl U1(
        .OPcode(inst_in[6:2]),
        .Fun3(inst_in[14:12]),
        .Fun7(inst_in[30]),
        .MIO_ready(MIO_ready),
        .ImmSel(ImmSel),
        .ALUSrc_B(ALUSrc_B),
        .MemtoReg(MemtoReg),
        .Jump(Jump),
        .Branch(Branch),
        .BranchN(BranchN),
        .RegWrite(RegWrite),
        .MemRW(MemRW),
        .ALU_Control(ALU_Control),
        .CPU_MIO(CPU_MIO)
    );
    DataPath U2(
        .ALUSrc_B(ALUSrc_B),
        .ALU_Control(ALU_Control),
        .Branch(Branch),
        .BranchN(BranchN),
        .Data_in(Data_in),
        .ImmSel(ImmSel),
        .Jump(Jump),
        .MemtoReg(MemtoReg),
        .RegWrite(RegWrite),
        .clk(clk),
        .inst_field(inst_in),
        .rst(rst),
        .ALU_out(Addr_out),
        .Data_out(Data_out),
        .PC_out(PC_out)
    );
endmodule
```

## design/flow/run.sh

```bash
#!/bin/bash
# OpenROAD 26Q1-2900-gdf79404cd8, Yosys 0.63+post, stock flow scripts
make -C /OpenROAD-flow-scripts/flow DESIGN_CONFIG=/design/flow/config.mk WORK_HOME=/design/flow/orfs finish
```

==> results.tsv <==
stage	metric	value	unit
status	status	finished with violations	
status	violations	max-capacitance violations, max-slew violations	
critical_path	r2r_cells	15	
yosys	ff_type	dfrtp_1	
placed_design	place_inst	8911	
grt	first_global_vias	63260	
detailed_routing	antenna_left	0	
floorplanning	dieHeight	357.9	um
clock_network	cts_buffers	109	
critical_path	worstSetupEndpointType	primary output	
hold_path	hp-class	flip-flop to flip-flop	
critical_path	setup.worst_path.start	inst_in[22]	
clock_network	root_buffer	clkbuf_16	
power	combPwrFrac	12.0	%
yosys	mux_share	2.930	%
cells_and_area	fin_cells	9134	
sta	clock_skew	0.05710	ns
sta	tightest_slew	1.517	ns
yosys	ys_sh_adder	2.683	%
yosys	edf_count	0	
placed_design	port_buffers	160	
power	power.density	176.6	nW/um^2
yosys	ys_sh_aoi	26.70	%
detailed_routing	post_drt_wl_per_cell	38.83	um
clock_network	cts_max_level	3	
grt	antenna_found_initial	19	
floorplanning	ios	165	
detailed_routing	drtIter0Drc	9145	
detailed_routing	vias	67140	
floorplanning	core_area	125600	sq um
floorplanning	chip_area	128100	sq um
yosys	async_reset_ff_share	92.75	%
sta	unconstrained_endpoints	113	
yosys	syn-cell-area	63330	sq um
detailed_routing	drc	0	
sta	final_hold_viol_count	0	
grt	grt_pass1_wl	490.3	mm
cells_and_area	syn_to_final_growth	12.87	%
yosys	yosys_register_bits	1104	
critical_path	arrival	6.26	ns
power	seq_power_share	43.8	%
clock_network	ctsResizeCount	0	
floorplanning	fp-utilization	50.43	%
sta	setup_viol	0	
power	power.internal	0.009045	W
detailed_routing	wl	354.7	mm
yosys	syn-instance-count	7479	
sta	slew_viol_final	2	
yosys	avgSynthCellArea	8.467	sq um
power	vdd_drop_max	0.1962	mV
sta	unclocked_regs	80	
power	power.share.clock	44.2	%
yosys	xor_share	1.051	%
yosys	ys_cells	7479	
power	p_leak	30.33	nW
run	warnings	107	
hold_path	worstHoldStart	U2.Regs_inst.register[16][14]$_DFFE_PP0P_	
sta	rsz0062_at_grt	no	
sta	fin_crit	7.858	ns
sta	holdWs	0.5035	ns
yosys	top_logic_kind	AND-OR/OR-AND gates	
critical_path	reg2reg_from	U2.PC_inst.Q[0]$_DFFE_PP0P_	
cells_and_area	drive_gt1_share	10.61	%
yosys	synth_warnings	7	
grt	grt_max_degree	123	
detailed_routing	firstDrtPassIters	9	
placed_design	place.gp.congestion	1.088	
critical_path	start_kind	input port	
clock_network	post-cts-setup-buffers	0	
sta	slew_headroom	-1.925	%
grt	gr-total-overflow	0	
placed_design	hpwl	231.7	mm
run	drv_cap	1	
critical_path	crit_type	input port to primary output	
power	p_switching	0.003577	W
clock_network	cts_tree	yes	
clock_network	cts.hold.buffers_added	0	
yosys	ys_area	63330	sq um
clock_network	cts.clk_slew.worst_paths	0.06	ns
hold_path	min_path_cells	2	
sta	setup_tns	0	ns
yosys	ys_types	118	
yosys	ys_sh_simple	18.84	%
critical_path	cp_max_fo	15	
clock_network	clock_path_buffers	3	
grt	track_usage	57.66	%
detailed_routing	viasPerCell	7.351	
floorplanning	num_rows	130	
sta	max_freq	127.3	MHz
power	p_sw_share	28.34	%
floorplanning	die_w	357.9	um
clock_network	clock.latency.late_pin	0.79	ns
critical_path	cp.required	6.40	ns
sta	fin_crit_sh	98.23	%
[worst max-delay path: stages]
cell and delay (ns):
clkdlybuf4s50_1 0.96, nand3b_1 0.44, nor2_4 0.25, buf_4 0.36, a222oi_1 0.39, and3_1 0.20
nand4_1 0.10, nor3_1 1.16, buf_4 0.28, nor2_1 0.06, clkdlybuf4s50_1 0.41
[power groups by stage]
stage	Clock, W	Sequential, W	Combinational (W)
after CTS	0.00556	0.00551	0.00144
after global routing	0.00575	0.00554	0.00158
final	0.00558	0.00552	0.00152
[final timing paths]
kind	to	slack, ns
hold / removal	U2.Regs_inst.register[16][14]$_DFFE_PP0P_	0.50
max in group asynchronous	U2.Regs_inst.register[4][31]$_DFFE_PP0P_	5.14
min in group asynchronous	U2.PC_inst.Q[0]$_DFFE_PP0P_	1.44
setup / recovery	Data_out[19]	0.14
hold reg to reg	U2.Regs_inst.register[16][14]$_DFFE_PP0P_	0.50
setup reg to reg	U2.PC_inst.Q[30]$_DFF_PP0_	3.93
[logic make-up after synthesis]
logic type      after synthesis
buf+inv                     822
xor+xnor                     76
compound gates             2622
fa+ha+maj                   134
flops                      1024
latches                      80
simple gates               2554
mux                         167
[layout by cell type (no fill, tap or decap), drive strengths merged, types with 30 or more instances in the layout]
cell and count:
nand3 408, mux2i 102, a211oi 30, nand2 1249, a222oi 43, a221oi 90, o22ai 43, a22o 101
clkbuf 151, buf 332, a22oi 497, ha 131, dlxtn 80, a21oi 232, mux2 59, and3 158
xnor2 59, nand4 144, inv 121, a2111oi 41, nor4 55, and4 32, nor2b 34, o31ai 30
nor2 269, clkdlybuf4s50 154, nor3 81, a31oi 59, o21ai 1147, a21o 65, dfrtp 1024
[synthesized netlist by cell type, drive strengths merged (32+ instances only)]
cell | number | area (sq um)
nand2 | 1249 | 4691
o21ai | 1147 | 5748
dfrtp | 1024 | 25620
a22oi | 497 | 3736
clkbuf | 484 | 1817
nand3 | 408 | 2047
nor2 | 269 | 1064
a21oi | 232 | 1161
buf | 220 | 1182
and3 | 158 | 1003
nand4 | 144 | 900.9
ha | 131 | 1639
inv | 118 | 445.4
mux2i | 102 | 1041
a22o | 101 | 884.6
a221oi | 90 | 794.5
nor3 | 81 | 415.4
dlxtn | 80 | 1200
a21o | 65 | 488.0
a31oi | 59 | 394.1
mux2 | 59 | 679.4
xnor2 | 59 | 516.8
nor4 | 55 | 359.1
a222oi | 43 | 430.4
o22ai | 43 | 269.0
a2111oi | 41 | 399.1
nor2b | 34 | 215.2
and4 | 32 | 282.8
[flip-flops by register name, indices dropped and copies added (netlist names)]
signal                  cells
U2.ALU_inst.reg_res        32
U1.Branch                   1
U1.RegWrite                 1
U2.Regs_inst.register     992
U2.PC_inst.Q               32
U1.MemtoReg                 2
U1.ALUSrc_B                 1
U1.ImmSel                   3
U1.BranchN                  1
U1.Jump                     2
U1.ALU_Control              4
U2.ImmGen_inst.Imm_out     32
U1.MemRW                    1
[layer usage]
metal / vias up / GRT usage, % / wire length, um
li1: 27337 / - / -
met1: 31874 / 67.52 / 117000
met2: 5930 / 74.61 / 137500
met3: 1957 / 37.45 / 61340
met4: 42 / 43.15 / 37280
met5: - / 9.519 / 1587
[through the flow]
stage	power, W	util [%]	setup WS [ns]	area [sq um]
final	0.01262	56.92	0.1418	71480
after global routing	0.01286	56.89	0.2426	71430
after CTS	0.01251	56.88	0.3585	71420
after detailed placement	0.007038	53.76	0.3638	67510
after global placement	0.007025	53.76	0.3173	67510
after floorplan	0.006367	-	-7.714	63330
[layout make-up]
| class | instances | area, sq um |
|---|---|---|
| inverter | 118 | 449.2 |
| multi-input combinational | 5553 | 33880 |
| timing repair buffer | 486 | 4284 |
| fill | 11005 | 54090 |
| clock buffer | 151 | 3157 |
| clock inverter | 52 | 754.5 |
| tap | 1650 | 2064 |
| antenna | 20 | 50.05 |
| sequential | 1104 | 26830 |
Power is estimated from default activity; no workload was simulated.
