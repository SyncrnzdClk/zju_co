### design.v
module Pipeline_ID (
    clk_ID, rst_ID, RegWrite_in_ID, Rd_addr_ID, 
  Wt_data_ID, Inst_in_ID, Rd_addr_out_ID, Rs1_out_ID, Rs2_out_ID, Imm_out_ID, ALUSrc_B_ID, 
  ALU_control_ID, Branch_ID, BranchN_ID, MemRW_ID, Jump_ID, MemtoReg_ID, RegWrite_out_ID)
 ;
  input clk_ID;
  input rst_ID;
  input RegWrite_in_ID;
  input [4:0]Rd_addr_ID;
  input [31:0]Wt_data_ID;
  input [31:0]Inst_in_ID;
  output [4:0]Rd_addr_out_ID;
  output [31:0]Rs1_out_ID;
  output [31:0]Rs2_out_ID;
  output [31:0]Imm_out_ID;
  output ALUSrc_B_ID;
  output [3:0]ALU_control_ID;
  output Branch_ID;
  output BranchN_ID;
  output MemRW_ID;
  output [1:0] Jump_ID;
  output [1:0]MemtoReg_ID;
  output RegWrite_out_ID;
    wire [2:0] SCPU_ctrl_ImmSel;
    Regs Regs_0(
        .clk(clk_ID),
        .rst(rst_ID),
        .RegWrite(RegWrite_in_ID),
        .Wt_data(Wt_data_ID),
        .Wt_addr(Rd_addr_ID),
        .Rs1_addr(Inst_in_ID[19:15]),
        .Rs2_addr(Inst_in_ID[24:20]),
        .Rs1_data(Rs1_out_ID),
        .Rs2_data(Rs2_out_ID)
    );
    ImmGen ImmGen_0(
        .ImmSel(SCPU_ctrl_ImmSel),
        .inst_field(Inst_in_ID),
        .Imm_out(Imm_out_ID)
    );
    SCPU_ctrl SCPU_ctrl_0(
        .OPcode(Inst_in_ID[6:2]),
        .Fun3(Inst_in_ID[14:12]),
        .Fun7(Inst_in_ID[30]),
        .ImmSel(SCPU_ctrl_ImmSel),
        .ALUSrc_B(ALUSrc_B_ID),
        .ALU_Control(ALU_control_ID),
        .Branch(Branch_ID),
        .BranchN(BranchN_ID),
        .MemRW(MemRW_ID),
        .Jump(Jump_ID),
        .MemtoReg(MemtoReg_ID),
        .RegWrite(RegWrite_out_ID)
    );
    assign Rd_addr_out_ID = Inst_in_ID[11:7];
endmodule
module SCPU_ctrl(
  input [4:0]       OPcode, 
  input [2:0]       Fun3,
  input             Fun7,
  input             MIO_ready,
  output reg [2:0]  ImmSel,
  output reg        ALUSrc_B,
  output reg [1:0]  MemtoReg,
  output reg [1:0]  Jump,
  output reg        Branch,
  output reg        BranchN,
  output reg        RegWrite,
  output reg        MemRW,
  output reg [3:0]  ALU_Control,
  output reg        CPU_MIO
);
  wire [3:0] Fun;
  assign Fun = {Fun3, Fun7};
  always @* begin
    case(OPcode)
    5'b01100:  
        case(Fun)
            4'b0000: begin {ALUSrc_B, MemtoReg, RegWrite, MemRW, Branch, BranchN, Jump, ALU_Control, ImmSel} = {1'b0, 2'b0, 1'b1, 1'b0, 1'b0, 1'b0, 2'b0, 4'b0010, 3'b0}; end  
            4'b0001: begin {ALUSrc_B, MemtoReg, RegWrite, MemRW, Branch, BranchN, Jump, ALU_Control, ImmSel} = {1'b0, 2'b0, 1'b1, 1'b0, 1'b0, 1'b0, 2'b0, 4'b0110, 3'b0}; end  
            4'b0010: begin {ALUSrc_B, MemtoReg, RegWrite, MemRW, Branch, BranchN, Jump, ALU_Control, ImmSel} = {1'b0, 2'b0, 1'b1, 1'b0, 1'b0, 1'b0, 2'b0, 4'b1110, 3'b0}; end  
            4'b0100: begin {ALUSrc_B, MemtoReg, RegWrite, MemRW, Branch, BranchN, Jump, ALU_Control, ImmSel} = {1'b0, 2'b0, 1'b1, 1'b0, 1'b0, 1'b0, 2'b0, 4'b0111, 3'b0}; end  
            4'b0110: begin {ALUSrc_B, MemtoReg, RegWrite, MemRW, Branch, BranchN, Jump, ALU_Control, ImmSel} = {1'b0, 2'b0, 1'b1, 1'b0, 1'b0, 1'b0, 2'b0, 4'b1001, 3'b0}; end  
            4'b1000: begin {ALUSrc_B, MemtoReg, RegWrite, MemRW, Branch, BranchN, Jump, ALU_Control, ImmSel} = {1'b0, 2'b0, 1'b1, 1'b0, 1'b0, 1'b0, 2'b0, 4'b1100, 3'b0}; end  
            4'b1010: begin {ALUSrc_B, MemtoReg, RegWrite, MemRW, Branch, BranchN, Jump, ALU_Control, ImmSel} = {1'b0, 2'b0, 1'b1, 1'b0, 1'b0, 1'b0, 2'b0, 4'b1101, 3'b0}; end  
            4'b1011: begin {ALUSrc_B, MemtoReg, RegWrite, MemRW, Branch, BranchN, Jump, ALU_Control, ImmSel} = {1'b0, 2'b0, 1'b1, 1'b0, 1'b0, 1'b0, 2'b0, 4'b1111, 3'b0}; end  
            4'b1100: begin {ALUSrc_B, MemtoReg, RegWrite, MemRW, Branch, BranchN, Jump, ALU_Control, ImmSel} = {1'b0, 2'b0, 1'b1, 1'b0, 1'b0, 1'b0, 2'b0, 4'b0001, 3'b0}; end  
            4'b1110: begin {ALUSrc_B, MemtoReg, RegWrite, MemRW, Branch, BranchN, Jump, ALU_Control, ImmSel} = {1'b0, 2'b0, 1'b1, 1'b0, 1'b0, 1'b0, 2'b0, 4'b0000, 3'b0}; end  
        endcase
    5'b00000: begin {ALUSrc_B, MemtoReg, RegWrite, MemRW, Branch, BranchN, Jump, ALU_Control, ImmSel} = {1'b1, 2'b1, 1'b1, 1'b0, 1'b0, 1'b0, 2'b0, 4'b0010, 3'b001}; end  
    5'b01000: begin {ALUSrc_B, MemtoReg, RegWrite, MemRW, Branch, BranchN, Jump, ALU_Control, ImmSel} = {1'b1, 2'b0, 1'b0, 1'b1, 1'b0, 1'b0, 2'b0, 4'b0010, 3'b010}; end  
    5'b00100:   
        case(Fun3)
            3'b000: begin {ALUSrc_B, MemtoReg, RegWrite, MemRW, Branch, BranchN, Jump, ALU_Control, ImmSel} = {1'b1, 2'b0, 1'b1, 1'b0, 1'b0, 1'b0, 2'b0, 4'b0010, 3'b001}; end  
            3'b010: begin {ALUSrc_B, MemtoReg, RegWrite, MemRW, Branch, BranchN, Jump, ALU_Control, ImmSel} = {1'b1, 2'b0, 1'b1, 1'b0, 1'b0, 1'b0, 2'b0, 4'b0111, 3'b001}; end  
            3'b011: begin {ALUSrc_B, MemtoReg, RegWrite, MemRW, Branch, BranchN, Jump, ALU_Control, ImmSel} = {1'b1, 2'b0, 1'b1, 1'b0, 1'b0, 1'b0, 2'b0, 4'b1001, 3'b001}; end  
            3'b100: begin {ALUSrc_B, MemtoReg, RegWrite, MemRW, Branch, BranchN, Jump, ALU_Control, ImmSel} = {1'b1, 2'b0, 1'b1, 1'b0, 1'b0, 1'b0, 2'b0, 4'b1100, 3'b001}; end  
            3'b110: begin {ALUSrc_B, MemtoReg, RegWrite, MemRW, Branch, BranchN, Jump, ALU_Control, ImmSel} = {1'b1, 2'b0, 1'b1, 1'b0, 1'b0, 1'b0, 2'b0, 4'b0001, 3'b001}; end  
            3'b111: begin {ALUSrc_B, MemtoReg, RegWrite, MemRW, Branch, BranchN, Jump, ALU_Control, ImmSel} = {1'b1, 2'b0, 1'b1, 1'b0, 1'b0, 1'b0, 2'b0, 4'b0000, 3'b001}; end  
            3'b001: begin {ALUSrc_B, MemtoReg, RegWrite, MemRW, Branch, BranchN, Jump, ALU_Control, ImmSel} = {1'b1, 2'b0, 1'b1, 1'b0, 1'b0, 1'b0, 2'b0, 4'b1110, 3'b001}; end  
            3'b101: 
            begin 
                if (Fun7 == 1'b0) begin {ALUSrc_B, MemtoReg, RegWrite, MemRW, Branch, BranchN, Jump, ALU_Control, ImmSel} = {1'b1, 2'b0, 1'b1, 1'b0, 1'b0, 1'b0, 2'b0, 4'b1101, 3'b001}; end  
                else if (Fun7 == 1'b1) begin {ALUSrc_B, MemtoReg, RegWrite, MemRW, Branch, BranchN, Jump, ALU_Control, ImmSel} = {1'b1, 2'b0, 1'b1, 1'b0, 1'b0, 1'b0, 2'b0, 4'b1111, 3'b001}; end  
            end
        endcase
    5'b11000:  
        case(Fun3) 
        3'b000: begin {ALUSrc_B, MemtoReg, RegWrite, MemRW, Branch, BranchN, Jump, ALU_Control, ImmSel} = {1'b0, 2'b0, 1'b0, 1'b0, 1'b1, 1'b0, 2'b0, 4'b0110, 3'b011}; end  
        3'b001: begin {ALUSrc_B, MemtoReg, RegWrite, MemRW, Branch, BranchN, Jump, ALU_Control, ImmSel} = {1'b0, 2'b0, 1'b0, 1'b0, 1'b0, 1'b1, 2'b0, 4'b0110, 3'b011}; end  
        endcase
    5'b11011: begin {ALUSrc_B, MemtoReg, RegWrite, MemRW, Branch, BranchN, Jump, ALU_Control, ImmSel} = {1'b0, 2'b10, 1'b1, 1'b0, 1'b0, 1'b0, 2'b1, 4'b0, 3'b100}; end  
    5'b11001: begin {ALUSrc_B, MemtoReg, RegWrite, MemRW, Branch, BranchN, Jump, ALU_Control, ImmSel} = {1'b1, 2'b10, 1'b1, 1'b0, 1'b0, 1'b0, 2'b10, 4'b0010, 3'b001}; end  
    5'b01101: begin {ALUSrc_B, MemtoReg, RegWrite, MemRW, Branch, BranchN, Jump, ALU_Control, ImmSel} = {1'b0, 2'b11, 1'b1, 1'b0, 1'b0, 1'b0, 2'b0, 4'b0, 3'b000}; end  
    default: begin {ALUSrc_B, MemtoReg, RegWrite, MemRW, Branch, BranchN, Jump, ALU_Control, ImmSel} = {1'b0, 2'b00, 1'b0, 1'b0, 1'b0, 1'b0, 2'b0, 4'b0, 3'b000}; end 
        endcase 
        CPU_MIO = MIO_ready;
  end
endmodule
module ImmGen(
  input [2:0]   ImmSel,
  input [31:0]  inst_field,
  output reg [31:0] Imm_out
);
    always @(*) begin
        case(ImmSel) 
        3'b001: Imm_out <= {{20{inst_field[31]}}, inst_field[31:20]};
        3'b010: Imm_out <= {{20{inst_field[31]}}, inst_field[31:25] , inst_field[11:7]};
        3'b011: Imm_out <= {{20{inst_field[31]}}, inst_field[7],inst_field[30:25],inst_field[11:8],1'b0};
        3'b100: Imm_out <= {{12{inst_field[31]}}, inst_field[19:12],inst_field[20],inst_field[30:21],1'b0};
        3'b000: Imm_out <= {inst_field[31:12], 12'h000};
        endcase
    end
endmodule
module Regs(    input clk,
				input rst,
				input [4:0] Rs1_addr, 
				input [4:0] Rs2_addr, 
				input [4:0] Wt_addr, 
				input [31:0]Wt_data, 
				input RegWrite, 
				output [31:0] Rs1_data, 
				output [31:0] Rs2_data
    );
    reg [31:0] register [1:31];
        integer i;
    initial begin
    for (i = 1; i < 32; i = i + 1) begin
        register[i] = 32'b0;
    end
end
    assign Rs1_data = (Rs1_addr == 0 )? 0 : register[Rs1_addr];
    assign Rs2_data = (Rs2_addr == 0 )? 0 : register[Rs2_addr];
    always @(posedge  clk or posedge rst)begin
        if(rst == 1) for(i = 1; i < 32; i=i+1) register[i] <= 0;
        else if ((Wt_addr != 0) && (RegWrite == 1)) register[Wt_addr] <= Wt_data;
    end 
endmodule
### run.sh
#!/bin/bash
# OpenROAD 26Q1-2900-gdf79404cd8, Yosys 0.63+post, stock flow scripts
make -C /OpenROAD-flow-scripts/flow DESIGN_CONFIG=/design/flow/config.mk WORK_HOME=/design/flow/orfs finish
### config.mk
export PLATFORM = sky130hd
export DESIGN_NAME = Pipeline_ID
export DESIGN_NICKNAME = Pipeline_ID
export VERILOG_FILES = /design/flow/design.v
export SDC_FILE = /design/flow/constraint.sdc
export NUM_CORES = 4
export LEC_CHECK = 1
export CORE_UTILIZATION = 50
### constraint.sdc
current_design Pipeline_ID

set clk_period 6.8
set clk_io_pct 0.2

create_clock -name clk0 -period $clk_period [get_ports {clk_ID}]

set non_clock_inputs [all_inputs -no_clocks]
set_input_delay [expr $clk_period * $clk_io_pct] -clock clk0 $non_clock_inputs
set_output_delay [expr $clk_period * $clk_io_pct] -clock clk0 [all_outputs]
==> run_results.csv <==
group,metric,value,unit
worst_setup_path,path_class,"in -> out",
clock_network,h-tree-depth,3,
floorplanning,chipArea,0.106,sq mm
drt,wl,283,mm
pwr,power.leakage,0.0267,uW
worst_setup_path,reg2reg_depth,1,
place,dpl_cell_area,0.0575,sq mm
synthesis,synth.distinct_cells,86,
drt,wire_per_inst,45.5,um
clock_network,post_cts_buffers,0,
global_routing,overflow,0,
final_timing,rsz0062_at_grt,"false",
global_routing,grt_pass1_wl,383,mm
final_timing,slew_headroom,24.8,%
floorplanning,core.rowCount,118,
pwr,sw_frac_of_total,29.6,%
place,place_congestion,1.12,
worst_setup_path,end_kind,"output port",
drt,first_pass_iters,10,
worst_setup_path,crit_fanout,35,
final_layout,layout.cells.most_common,"dfrtp_1",
clock_network,cts_resized,0,
final_timing,unclocked_pins,48,
final_layout,final_cell_mix,"dfrtp_1 (992), mux2_2 (977), a22oi_1 (620), buf_4 (313), nand2_1 (203)",
clock_network,tritoncts.num_buffers,108,
clock_network,max-clock-path-buffers,3,
worst_setup_path,arrival,5.02,ns
drt,drc,0,
worst_setup_path,cpMostUsedCell,"buf_4",
worst_setup_path,reg2reg_slack,5.89,ns
place,io_buffer_count,183,
clock_network,cts-root-buf,"clkbuf_16",
synthesis,synth_flops,1040,
final_timing,clock_skew,0,ns
global_routing,gr-usage-all-layers,55.7,%
worst_setup_path,cp_slowest_cell,"nor3_4",
clock_network,insertion_delay,0.74,ns
synthesis,avgSynthCellArea,11.7,sq um
clock_network,holdBufCountCts,0,
pwr,p_sw,5080,uW
pwr,worst_ir_drop_vdd,0.000249,V
place,dpl.hpwl,180,mm
worst_setup_path,cp_slowest_stage_delay,0.69,ns
synthesis,ys.flop_type,"dfrtp_1",
synthesis,synthesis.area,0.0526,sq mm
clock_network,clk_pin_slew,0.06,ns
synthesis,synthCells,4499,
global_routing,antenna_found_initial,32,
synthesis,yosys_warnings,4,
global_routing,grt_pass1_vias,45400,
synthesis,top_area_cell,"dfrtp_1",
drt,via_per_inst,7.62,
worst_setup_path,cp_num_buf_inv,3,
synthesis,netlist.area_leader.share,47.2,%
final_timing,finalSetupTns,0,ns
run,tool_warnings,48,
final_timing,finalCriticalPeriod,6.38,ns
floorplanning,die_h,326,um
final_timing,hold_viol,0,
final_layout,area_growth,16.6,%
drt,vias,47300,
worst_hold_path,hp-class,"reg -> reg",
floorplanning,core_area,0.104,sq mm
final_layout,drive_above_1_share,34.7,%
floorplanning,die_x,326,um
pwr,internal_power,12100,uW
worst_setup_path,path_cells,"buf_4 -> or2b_4 -> nor3_4 -> buf_4 -> a22oi_1 -> nand2_1 -> nor4_1 -> a21oi_1 -> clkdlybuf4s50_1",
final_layout,finalInstanceArea,0.0613,sq mm
floorplanning,pin_count,186,
drt,drtIter0Drc,5988,
synthesis,async_reset_ff_share,95.4,%
drt,ant_nets,0,
pwr,cellPowerDensity,280,mW/mm^2
worst_hold_path,worstHoldPathCells,1,
pwr,p_clk_share,36.5,%
final_timing,finalWorstSetupSlack,0.421,ns
synthesis,ys_chip_area,0.0526,sq mm
final_timing,fmax,0.157,GHz
worst_setup_path,cp.depth,9,
synthesis,synthTopCellsByArea,"dfrtp_1 (47%), mux2_2 (21%), a22oi_1 (8.9%)",
final_timing,tightest_slew,1.12,ns
global_routing,grt_max_degree,117,
synthesis,edf_count,0,
worst_setup_path,crit_path_start_kind,"input port",
pwr,power_frac_comb,16.1,%
clock_network,cts_tree,"built",
final_timing,holdWs,0.525,ns
final_timing,setup_viol,0,
pwr,p_seq_share,47.4,%
final_timing,fin_crit_sh,93.8,%
final_timing,slew_violations,0,
worst_setup_path,crit_required,5.44,ns
floorplanning,fp-utilization,50.6,%
status,status,"finished clean",
synthesis,ys_cells,4499,
final_layout,post-route-util,59.1,%
final_timing,untimed_endpoints,93,
worst_setup_path,crit_family,"buffers and inverters",
run,cap_violations,0,
place,place_ws,0.767,ns
-- metrics by stage --
step | power, uW | instances
floorplan | 9560 | 4499
global placement | 10800 | 5970
CTS | 17000 | 6173
finish | 17200 | 6206
detailed placement | 10800 | 5970
global route | 17600 | 6178
-- worst paths after layout --
check,start,to
max in group asynchronous,rst_ID,Regs_0.register[15][10]
min in group asynchronous,rst_ID,Regs_0.register[5][15]
max reg2reg,Regs_0.register[28][23],Regs_0.register[28][23]
max,Inst_in_ID[19],Rs1_out_ID[31]
min reg2reg,Regs_0.register[20][25],Regs_0.register[20][25]
min,Regs_0.register[20][25],Regs_0.register[20][25]
-- cell usage after synthesis (60+ instances only) --
master and count:
nand4_1 76, a22o_1 60, buf_2 202, clkbuf_1 160, a21oi_1 160, a22oi_1 620, nor2_1 143, nor3_1 66
nand2_1 212, dfrtp_1 992, mux2_2 977, mux2i_1 100
-- layout make-up --
class,instances,area (sq um)
fillers,8484,42500
flip-flops and latches,1040,25500
multi-input cells,3008,25200
repair buffers,531,4910
clock buffers,159,3220
well taps,1380,1730
clock inverters,44,543
diodes,33,82.6
inverters,11,45.0
-- power groups by stage --
| stage | combinational (uW) | sequential (uW) | clock [uW] |
|---|---|---|---|
| CTS | 2680 | 8080 | 6270 |
| global route | 2890 | 8250 | 6470 |
| finish | 2760 | 8140 | 6270 |
-- per-layer routing --
metal  vias to the layer above  wire (um)  track usage, %
met2                      4444     109000            69.7
li1                      17600          -               -
met3                      1456      50500            37.8
met4                        53      24600            35.2
met1                     23700      97400            70.5
met5                         -        703            3.68
-- cells by family after synthesis --
group | synth area share (%)
XOR/XNOR | 0.0167
flip-flops | 47.2
AND/OR/NAND/NOR | 7.29
multiplexers | 23.9
buffers and inverters | 4.19
AND-OR/OR-AND | 16.0
latches | 1.37
-- flip-flops by register name, summed over array words and instances (netlist names) --
register                 cells
SCPU_ctrl_0.MemRW            1
SCPU_ctrl_0.Jump             2
SCPU_ctrl_0.Branch           1
Regs_0.register            992
SCPU_ctrl_0.BranchN          1
ImmGen_0.Imm_out            32
SCPU_ctrl_0.ALU_Control      4
SCPU_ctrl_0.ALUSrc_B         1
SCPU_ctrl_0.RegWrite         1
SCPU_ctrl_0.MemtoReg         2
SCPU_ctrl_0.ImmSel           3
Power is estimated from default activity; no workload was simulated.
