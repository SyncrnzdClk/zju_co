==> /design/flow/design.v <==
module Pipeline_Ex(
    input [31:0] PC_in_EX,
    input [31:0] Rs1_in_EX,
    input [31:0] Rs2_in_EX,
    input [31:0] Imm_in_EX,
    input ALUSrc_B_in_EX,
    input [3:0] ALU_control_in_EX,
    output [31:0] PC_out_EX,
    output [31:0] PC4_out_EX,
    output zero_out_EX,
    output [31:0] ALU_out_EX,
    output [31:0] Rs2_out_EX
);
assign PC_out_EX = PC_in_EX + Imm_in_EX;
assign PC4_out_EX = PC_in_EX + 4;
assign Rs2_out_EX = Rs2_in_EX;
wire [31:0] B;
assign B = ALUSrc_B_in_EX ? Imm_in_EX : Rs2_in_EX;
ALU alu_inst(
    .A(Rs1_in_EX),
    .B(B),
    .ALU_operation(ALU_control_in_EX),
    .res(ALU_out_EX),
    .zero(zero_out_EX)
);
endmodule
module ALU(
    input [31:0] A,
    input [3:0] ALU_operation,
    input [31:0] B,
    output [31:0] res,
    output zero
);
    reg [31:0]reg_res;
    reg reg_zero;
    always @(*)
        case(ALU_operation)
            4'b0000: reg_res <= A&B;  
            4'b0001: reg_res <= A|B;  
            4'b0010: reg_res <= A+B;  
            4'b1100: reg_res <= A^B;  
            4'b0110: reg_res <= A-B;  
            4'b1101: reg_res <= A >> B[4:0];  
            4'b0111: reg_res <= $signed(A) < $signed(B) ? 1:0;  
            4'b1110: reg_res <= A << B[4:0];  
            4'b1111: reg_res <= A >>> B[4:0];  
            4'b1001: reg_res <= $unsigned(A) < $unsigned(B) ? 1:0;  
        endcase
        assign res = reg_res;
        assign zero = (res==0 ? 1:0);
endmodule
==> /design/flow/run.sh <==
#!/bin/bash
# OpenROAD 26Q1-2900-gdf79404cd8, Yosys 0.63+post, stock flow scripts
make -C /OpenROAD-flow-scripts/flow DESIGN_CONFIG=/design/flow/config.mk WORK_HOME=/design/flow/orfs finish
==> /design/flow/config.mk <==
export PLATFORM = sky130hd
export DESIGN_NAME = Pipeline_Ex
export DESIGN_NICKNAME = Pipeline_Ex
export VERILOG_FILES = /design/flow/design.v
export SDC_FILE = /design/flow/constraint.sdc
export NUM_CORES = 4
export LEC_CHECK = 1
export CORE_UTILIZATION = 40
==> /design/flow/constraint.sdc <==
current_design Pipeline_Ex

set clk_period 27.7
set clk_io_pct 0.2

create_clock -name clk0 -period $clk_period

set non_clock_inputs [all_inputs -no_clocks]
set_input_delay [expr $clk_period * $clk_io_pct] -clock clk0 $non_clock_inputs
set_output_delay [expr $clk_period * $clk_io_pct] -clock clk0 [all_outputs]
==> changes_impl.md <==
### Implementation results

- Status: finished, final reports clean
- Floorplan core density: 40.96%
- Syn Std Cell Area: 11470 um^2
- Largest net degree at the start of global routing: 77
- Top area cell types: ha_1 16%, mux2i_1 7.1%, a21oi_1 6.8%
- VDD IR max: 14.66 uV
- Chip Area: 29360 um^2
- 1st-pass router iterations: 10
- Flip-flops with a built-in enable: 0
- Top cells excl fill/tap: 261 x clkdlybuf4s50_1, 192 x nor2_1, 156 x nand2_1, 155 x a21oi_1, 144 x ha_1
- ANT cells: 0
- GRT Overall Usage: 35.78%
- Most instantiated logic cell after routing: clkdlybuf4s50_1
- Via count: 13990
- Cells in synth_stat.txt: 1703
- First-pass GRT wire length: 78290 um
- Crit path kind: in -> out
- Pre-CTS WS: 12860 ps
- Core ar.: 28010 um^2
- GRT overflow: 0
- Routed wire length per instance: 23.48 um
- Post-synth ARST share: 0%
- Register pins left without a clock: 32
- FP Rows: 61
- IO Pins: 262
- Cts hold-fix bufs: 0
- Hpwl dp: 41410 um
- DRC Markers: 0
- Hold Fails Final Rpt: 0
- Max FFs per register: 32
- Die x size: 171.4 um
- Share of cells above drive strength 1: 3.774%
- Starting DRC count in detailed routing: 1352
- PortBufs: 262
- Synth warn: 1
- Final WS setup: 12860 ps
- Final GP Congestion: 1.057
- Yosys stat chip area: 11470 um^2
- Leak pwr: 5.922 nW
- Vias in the first global route: 13110
- ANT nets after route: 0
- Cell Type Count: 80
- Tool warnings: 112
- Top reg by flops: alu_inst.reg_res
- Main synth FF type: dlxtn_1
- Initial antenna violation count: 0
- CP max FO: 6
- Die Ht: 171.4 um
- MaxCap Viol Count: 0
- Final setup vio count: 0
- Crit path launch type: input pin
- Setup bufs post-CTS: 0
- Synthesized instance count: 1703
- Tightest Hold Check Type: in -> out
- RSZ-0062 raised after global routing: false
- Top flop regs: alu_inst.reg_res x32
- Fin Setup TNS: 0 ps
- Final wirelength: 52420 um
- Vias per cell: 6.263
- Synth flops: 32
- # fillers: 2851
- Post-CTS Resized: 0
- PD cells: 24.10 nW/um^2
- Area grow syn2layout: 22.90%
- Worst rel slew slack: 34.07%
- Post-synth top area cell: ha_1
- Max frequency: 67.38 MHz
- Worst Path Arrival: 9300 ps
- Kind of end point of the critical path: primary output
- Endpoints left unconstrained: 65
- Worst slew pin tran: 976.2 ps
- Top cell area share: 15.70%
- Min Tclk post-route: 14840 ps
- Count of final max-slew check failures: 0
- Post-layout period usage: 53.58%
- Data required, critical path: 22160 ps
- Synth Area per Inst: 6.737 um^2
report_power, final:
group          total (mW)  switching [mW]  internal (mW)  leakage, nW
combinational       0.331           0.192          0.139         5.67
clock                   0               0              0            0
sequential        0.00885         0.00178        0.00707        0.257
Yosys cell counts (11+ instances only):
master,instances
nor4_1,15
nand3_1,56
buf_4,36
a221oi_1,17
a21o_1,25
a221o_1,11
mux4_2,16
nor2_1,192
o221ai_1,23
xnor2_1,54
a211oi_1,33
o211ai_1,29
clkbuf_1,68
ha_1,144
dlxtn_1,32
o21a_1,11
o21bai_1,15
inv_1,102
o21ai_0,110
nor2b_1,11
a21oi_1,155
xor2_1,11
nand4_1,13
o31ai_1,11
mux2i_1,81
nand2b_1,16
nor3_1,33
buf_2,18
nand2_1,156
and2_1,11
a31oi_1,32
and3_1,19
o22ai_1,16
worst max-delay path, cell delays in order:
cell	delay, ps
clkdlybuf4s50_1	470
ha_1	410
a21o_1	190
a21o_1	190
a2111oi_0	410
o22ai_1	120
a31o_2	260
a31oi_2	320
o31ai_1	150
o41ai_1	450
o21ai_1	130
xnor2_1	160
clkdlybuf4s50_1	490
layer usage:
metal	part of all wire, %	track usage [%]	routed length (um)
met1	42	48.42	22030
met2	44	56.36	23090
met3	10	8.269	5368
met4	3.7	11.61	1935
met5	0	0	0
worst paths after layout:
path / end / cells after the start / slack [ps] / startpoint
setup / recovery: PC_out_EX[31] / 13 / 12860 / PC_in_EX[12]
hold / removal: Rs2_out_EX[7] / 2 / 11900 / Rs2_in_EX[7]
area by class of cell:
| cell class | count | area, um^2 | area share (%) |
|---|---|---|---|
| Inverter | 106 | 397.9 | 2.822 |
| Multi-Input combinational cell | 1431 | 9952 | 70.58 |
| Sequential cell | 32 | 480.5 | 3.407 |
| Tap cell | 378 | 473.0 | 3.354 |
| Timing Repair Buffer | 286 | 2798 | 19.84 |
through the flow:
| step | cell area, um^2 | total power [mW] | cells | hold WS (ps) | utilization [%] |
|---|---|---|---|---|---|
| after CTS | 14100 | 0.3327 | 2233 | 11910 | 50.34 |
| final | 14100 | 0.3399 | 2233 | 11900 | 50.34 |
| after global routing | 14100 | 0.3655 | 2233 | 11930 | 50.34 |
| after global placement | 14100 | 0.3320 | 2233 | 11910 | 50.34 |
| after detailed placement | 14100 | 0.3303 | 2233 | 11910 | 50.34 |
| after floorplan | 11470 | 0.2001 | 1703 | 11090 | - |
logic make-up after synthesis:
family,after synthesis,synth area share (%)
AOI/OAI and AO/OA,564,32.21
and+or+nand+nor,550,21.62
buffers and inverters,240,9.367
adders and majority gates,147,16.23
muxes,105,11.42
xor gates and xnor gates,65,4.962
latches,32,4.188
No activity file was given, so power comes from the tool's default toggle rates.
